==> design.v <==
module i2c_slave(
    input wire clk,            
    input wire rst,            
    input wire scl,            
    inout wire sda,            
    output reg [7:0] data_out,  
    output reg ack_out         
);
    reg [6:0] slave_address = 7'b1010001;  
    reg [7:0] received_data;
    reg [3:0] bit_count;        
    reg sda_out;                
    reg sda_en;                 
    assign sda = (sda_en) ? sda_out : 1'bz;  
    parameter IDLE          = 3'b000;
    parameter ADDRESS_MATCH = 3'b001;
    parameter ACK_ADDRESS   = 3'b010;
    parameter RECEIVING     = 3'b011;
    parameter ACK_DATA      = 3'b100;
    reg [2:0] state;
    always @(negedge scl or posedge rst) begin
        if (rst) begin
            state <= IDLE;
            received_data <= 8'b0;
            bit_count <= 0;
            sda_en <= 0;
            ack_out <= 0;
            data_out <= 8'b0;
        end else begin
            case (state)
                IDLE: begin
                    bit_count <= 0;
                    ack_out <= 0;
                    if (sda == 0)  
                        state <= ADDRESS_MATCH;
                end
                ADDRESS_MATCH: begin
                    received_data[6:0] <= {received_data[5:0], sda};  
                    bit_count <= bit_count + 1;
                    if (bit_count == 6)  
                        state <= ACK_ADDRESS;
                end
                ACK_ADDRESS: begin
                    if (received_data[6:0] == slave_address) begin
                        sda_en <= 1;   
                        sda_out <= 0;  
                        ack_out <= 1;  
                        state <= RECEIVING;
                    end else begin
                        state <= IDLE;  
                    end
                    bit_count <= 0;
                end
                RECEIVING: begin
                    received_data <= {received_data[6:0], sda};  
                    bit_count <= bit_count + 1;
                    if (bit_count == 7)  
                        state <= ACK_DATA;
                end
                ACK_DATA: begin
                    sda_en <= 1;   
                    sda_out <= 0;  
                    ack_out <= 1;  
                    data_out <= received_data;  
                    state <= IDLE;  
                end
                default: state <= IDLE;
            endcase
        end
    end
endmodule
==> run.sh <==
#!/bin/bash
# OpenROAD 26Q1-2900-gdf79404cd8, Yosys 0.63+post, stock flow scripts
make -C /OpenROAD-flow-scripts/flow DESIGN_CONFIG=/design/flow/config.mk WORK_HOME=/design/flow/orfs finish
==> config.mk <==
export PLATFORM = sky130hd
export DESIGN_NAME = i2c_slave
export DESIGN_NICKNAME = i2c_slave
export VERILOG_FILES = /design/flow/design.v
export SDC_FILE = /design/flow/constraint.sdc
export NUM_CORES = 4
export LEC_CHECK = 1
export CORE_AREA = 10 10 70 70
export DIE_AREA = 0 0 80 80
==> constraint.sdc <==
current_design i2c_slave

set clk_period 1.6
set clk_io_pct 0.2

create_clock -name clk0 -period $clk_period [get_ports {scl}]

set non_clock_inputs [all_inputs -no_clocks]
set_input_delay [expr $clk_period * $clk_io_pct] -clock clk0 $non_clock_inputs
set_output_delay [expr $clk_period * $clk_io_pct] -clock clk0 [all_outputs]
==> flow_summary.json <==
{
  "numClockSinks": 10,
  "timing_max_transition_violations_final": 0,
  "cts.reportedPaths.clkPinSlew_ns": 0.04,
  "cp_max_fo": 2,
  "critical_path.cell_chain": "buf_2",
  "synth_area_per_cell_um2": 10.1,
  "post-place-cells": 99,
  "hold_viol": 0,
  "yosys_cells": 50,
  "dr.pass1.iters": 4,
  "detail-route-antenna-nets": 0,
  "fp.dieH_um": 80,
  "syn_to_final_growth_pct": 15.2,
  "clock-skew-final_ns": 0.0432,
  "placeableCoreArea_mm2": 0.00342,
  "floorplan.die.width_um": 80,
  "half_perimeter_wire_length_after_placement_um": 648,
  "ys_chip_area_um2": 503,
  "netlist_instances": 50,
  "cpPeakStageDelay_ns": 0.39,
  "ys_warn_count": 2,
  "worst_path_arrival_ns": 1.54,
  "critPathTopFamily": "flip-flops",
  "pwr_density_cell_mw_per_mm2": 778,
  "ys_seq_frac": 0.500,
  "setup_viol": 1,
  "drv.max_cap_violation_count": 0,
  "antenna_found_initial": 0,
  "drc": 0,
  "edf_count": 0,
  "p_total_uw": 451,
  "tritoncts": "yes",
  "synth_compound_gate_area_share": 0.119,
  "synthTopLogicFamily": "buffers and inverters",
  "final.setup.worst_slack_ns": -0.260,
  "die_area_mm2": 0.00640,
  "layout_top_cells_excl_fill_tap": "conb_1 (9), dfrtn_1 (9), o21ai_0 (7)",
  "grt_start_max_net_pins": 7,
  "htree_num_levels": 1,
  "initial_utilization": 0.147,
  "insertedDiodeCount": 0,
  "worstSetupEndpointType": "primary output",
  "stage_log_warnings": 30,
  "timing.critical_path.slowest_stage_cell": "dfrtn_1",
  "crit_type": "register to primary output",
  "wire_length_of_the_first_global_routing_pass_um": 1360,
  "clockBufferDepth": 2,
  "critical_path_required_ns": 1.28,
  "outcome": "finished, violations left",
  "synth_area_um2": 503,
  "ios": 13,
  "first_global_vias": 320,
  "violations": "negative setup slack",
  "cts-root-buf": "clkbuf_4",
  "ys_sh_simple": 0.134,
  "dr_total_vias": 318,
  "leakagePower_nw": 0.283,
  "synthXorXnorAreaFrac": 0.0174,
  "grt_remaining_overflow": 0,
  "critical_path_buf_inv_count": 1,
  "globalRouteTotalUtil": 0.0264,
  "routability_driven_placement_congestion_ratio": 0.787,
  "detail_route.wl_per_cell_um": 7.85,
  "synth_cell_types": 19,
  "portBuffers": 2,
  "ff_type": "dfrtn_1",
  "drive_gt1_frac": 0.193,
  "setup_tns_ns": -0.260,
  "placement_rows": 21,
  "clk_latency_ns": 0.31,
  "vias_per_cell": 3.09,
  "irDropWorstVdd_uv": 203,
  "cts_made_buffers": 3,
  "wirelength_um": 809,
  "yosys-mux-area-fraction": 0,
  "setup_repair_after_global_routing_missed_its_margin": "true",
  "first_iter_violations": 24,
  "synth-async-reset-ratio": 1.00,
  "critical_path.startpoint_type": "register",
  "timing.hold.worst.class": "register to register",
  "post_synth_fa_ha_maj_area_fraction": 0.0498,
  "fin_cells": 103,
  "ys.flops": 10
}
-- metal layers --
layer / track usage / routed length (um)
met1: 0.0395 / 428
met4: 0.00176 / 0
met3: 0.0216 / 103
met2: 0.0281 / 276
met5: 0 / 0
-- cells by family (layout without fill, tap and decap cells) --
family / Yosys count / count (layout)
compound gates: 10 / 10
fa+ha+maj: 2 / 2
buf+inv: 14 / 13
flops: 10 / 10
other cells: 1 / 9
xor+xnor: 1 / 1
simple gates: 12 / 12
-- metrics by stage --
stage | util | setup WS [ns] | instance area [um2] | hold slack (ns)
final | 0.170 | -0.260 | 579 | 0.450
after global routing | 0.170 | -0.294 | 579 | 0.478
after CTS | 0.170 | -0.272 | 579 | 0.450
after detailed placement | 0.163 | -0.362 | 558 | 0.450
after global placement | 0.163 | -0.365 | 558 | 0.450
after floorplan | - | 0.126 | 533 | 0.405
-- final cells by class --
| cell class | count | area [um2] |
|---|---|---|
| tap | 46 | 57.6 |
| fill | 391 | 2840 |
| clock buffer | 4 | 26.3 |
| clock inverter | 1 | 3.75 |
| multi-input combinational | 34 | 195 |
| timing repair buffer | 4 | 30.0 |
| inverter | 4 | 15.0 |
| sequential | 10 | 251 |
-- Yosys cell counts, types with 2 or more instances --
cell type | n | area share
buf_4 | 9 | 0.13
dfrtn_1 | 9 | 0.45
ha_1 | 2 | 0.050
inv_1 | 5 | 0.037
nand2_1 | 4 | 0.030
nor2_1 | 2 | 0.015
o21ai_0 | 7 | 0.070
-- power breakdown --
group          leakage, nW  internal (mW)  switching [mW]
Sequential           0.136          0.254               0
Clock               0.0203         0.0993          0.0851
Combinational        0.127        0.00543         0.00644
-- worst paths after layout --
path / start / to / slack, ns / cells past startpoint
hold / removal: bit_count[2] / bit_count[2] / 0.45 / 1
min in group asynchronous: rst / state[1] / 1.06 / 3
hold reg to reg: bit_count[2] / bit_count[2] / 0.45 / 1
setup / recovery: ack_out / ack_out / -0.26 / 1
setup reg to reg: state[0] / bit_count[2] / 0.40 / 3
max in group asynchronous: rst / bit_count[1] / 0.40 / 3
-- registers in the layout, indices dropped and copies added (netlist names) --
register / flops
bit_count: 4
state: 5
ack_out: 1
-- repair_timing --
| action | 4_1_cts | 5_1_grt |
|---|---|---|
| setup buffers | 0 | 0 |
| pin swaps | 0 | 0 |
| endpoints found under the hold margin | 0 | 0 |
| hold buffers | 0 | 0 |
| gates resized | 3 | 0 |
| setup endpoints to repair | 1 | 1 |
Power figures rest on the tool's default switching activity, not on a simulated workload.
