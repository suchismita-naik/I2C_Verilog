**flow/config.mk**
```make
export PLATFORM = sky130hd
export DESIGN_NAME = i2c_master
export DESIGN_NICKNAME = i2c_master
export VERILOG_FILES = /design/flow/design.v
export SDC_FILE = /design/flow/constraint.sdc
export NUM_CORES = 4
export LEC_CHECK = 1
export CORE_AREA = 10 10 70 70
export DIE_AREA = 0 0 80 80
```
**flow/constraint.sdc**
```tcl
current_design i2c_master

set clk_period 1.9
set clk_io_pct 0.2

create_clock -name clk0 -period $clk_period [get_ports {clk}]

set non_clock_inputs [all_inputs -no_clocks]
set_input_delay [expr $clk_period * $clk_io_pct] -clock clk0 $non_clock_inputs
set_output_delay [expr $clk_period * $clk_io_pct] -clock clk0 [all_outputs]
```
**flow/design.v**
```verilog
module i2c_master (
    input wire clk,          
    input wire rst,          
    input wire start,        
    input wire [7:0] data,   
    input wire [6:0] addr,   
    input wire rw,           
    output reg scl,          
    inout wire sda,          
    output reg busy          
);
    reg [3:0] state;
    reg [7:0] shift_reg;
    reg sda_out;
    reg sda_en;   
    assign sda = (sda_en) ? sda_out : 1'bz;  
    localparam IDLE = 0, START = 1, ADDRESS = 2, ACK = 3, DATA = 4, STOP = 5;
    always @(posedge clk or posedge rst) begin
        if (rst) begin
            state <= IDLE;
            scl <= 1;
            sda_out <= 1;
            sda_en <= 0;
            busy <= 0;
        end else begin
            case (state)
                IDLE: begin
                    if (start) begin
                        state <= START;
                        busy <= 1;
                    end
                end
                START: begin
                    sda_out <= 0;  
                    sda_en <= 1;
                    state <= ADDRESS;
                end
                ADDRESS: begin
                    shift_reg <= {addr, rw};  
                    sda_out <= shift_reg[7];  
                    state <= ACK;
                end
                ACK: begin
                    sda_en <= 0;  
                    state <= DATA;
                end
                DATA: begin
                    shift_reg <= data;
                    sda_out <= shift_reg[7];
                    sda_en <= 1;
                    state <= STOP;
                end
                STOP: begin
                    sda_out <= 1;  
                    sda_en <= 0;
                    state <= IDLE;
                    busy <= 0;
                end
            endcase
        end
    end
endmodule
```
**flow/run.sh**
```bash
#!/bin/bash
# OpenROAD 26Q1-2900-gdf79404cd8, Yosys 0.63+post, stock flow scripts
make -C /OpenROAD-flow-scripts/flow DESIGN_CONFIG=/design/flow/config.mk WORK_HOME=/design/flow/orfs finish
```
==> reports/qor.yml <==
place_congestion: 0.7327
post_cts_buffers: 0
ys_types: 15
floorplan.core_util_pct: 9.451
cts_hold_buffers: 0
fp.dieH_um: 80
synth-xor-area-share_pct: 0
yosysWarnings: 2
clock_path_buffers: 2
synthAoiAreaFrac_pct: 10.85
ys_area_um2: 322.8
io_pins: 22
rows: 21
synth.logic.top_family: "AND-OR/OR-AND gates"
dp_slack_ns: 0.6121
ys_cells: 24
haltStage: "clock tree synthesis (4_1_cts)"
cts_root_buffer: "clkbuf_4"
syn_area_um2: 322.8
adder_share_pct: 0
die_w_um: 80
simple_gate_share_pct: 6.589
dp_hpwl_um: 443.5
postSynthSeqShare_pct: 72.09
avgSynthCellArea_um2: 13.45
status: "stopped before the end"
mux_share_pct: 3.488
yosys_register_bits: 9
portBuffers: 5
error_line: "[error] [KeplerFormal.cpp:679] Workflow failed: Iso has multiple drivers: .sda0, sda$_DFFE_PP1P_.Q0"
cts.sinks: 9
place_area_um2: 422.9
cts_resized: 0
numCtsBuffers: 3
cts-htree-levels: 1
synth_cells: 24
[kinds of logic after synthesis]
family	count (synthesis)
and+or+nand+nor	4
other	1
buffers and inverters	4
AOI/OAI and AO/OA	5
muxes	1
DFF	9
[cells in the mapped netlist (all sizes together)]
master,n,area share (%)
dfrtp,6,47
inv,3,3.5
dfstp,2,16
nor2,2,2.3
a21o,1,2.3
a21oi,1,1.5
a311o,1,3.1
and2,1,1.9
buf,1,2.3
conb,1,1.2
edfxtp,1,9.3
mux2,1,3.5
nand3b,1,2.3
o21a,1,2.3
o21ai,1,1.5
[metrics by stage]
stage | hold WS [ns] | cells | util [%]
floorplan | 0.1942 | 24 | -
global placement | 0.3412 | 74 | 12.38
detailed placement | 0.3380 | 74 | 12.38
